[flow/constraint.sdc]
current_design score_counter

set clk_period 1.8
set clk_io_pct 0.2

create_clock -name clk0 -period $clk_period [get_ports {clk}]

set non_clock_inputs [all_inputs -no_clocks]
set_input_delay [expr $clk_period * $clk_io_pct] -clock clk0 $non_clock_inputs
set_output_delay [expr $clk_period * $clk_io_pct] -clock clk0 [all_outputs]
[flow/config.mk]
export PLATFORM = sky130hd
export DESIGN_NAME = score_counter
export DESIGN_NICKNAME = score_counter
export VERILOG_FILES = /design/flow/design.v
export SDC_FILE = /design/flow/constraint.sdc
export NUM_CORES = 4
export LEC_CHECK = 1
export CORE_AREA = 10 10 70 70
export DIE_AREA = 0 0 80 80
[flow/design.v]
`timescale 1ns / 1ps
module score_counter (
    input clk,
    input rst,
    input correct,
  output reg [7:0] score
);
    always @(posedge clk or posedge rst) begin
        if (rst)
            score <= 0;
        else if (correct)
            score <= score + 5;
    end
endmodule
[flow/run.sh]
#!/bin/bash
# OpenROAD 26Q1-2900-gdf79404cd8, Yosys 0.63+post, stock flow scripts
make -C /OpenROAD-flow-scripts/flow DESIGN_CONFIG=/design/flow/config.mk WORK_HOME=/design/flow/orfs finish
==> Table 3: Implementation characteristics <==
Physical design parameters

Parameter                              Value

Finish
  Register name with the most flops    score
  Layout-stage area growth over the synthesis result    49.6%
  Number of non-filler instances in the completed layout    85
  Count of fill cells added during filler insertion    386
  Final non-filler cell area    520 um^2
  Comb area    136 um^2
  Share of cells above drive strength 1    0.103
  Final core utilization    0.152
  Number of flip-flops in the largest register    8
  Area taken by flip-flops and latches    200 um^2
  Leading registers by flop count    score (8)

Global route
  Combined global-route utilization of all metal layers    0.0266
  Aggregate global routing overflow    0
  Antenna violations before repair    0
  Wire length of the first global-routing pass    1290 um
  Maximum number of pins on one net before global-route repair    9
  Via count of the first global-routing pass    242

Floorplanning
  Placeable core region    0.00342 mm^2
  Rows    21
  Die X    80 um
  Number of I/O pins    11
  Core Util at FP    0.102
  Chip Area    0.00640 mm^2
  Die height    80 um

CTS
  CTS sink count    8
  Clock transition at path regs    0.05 ns
  CTS HTree Levels    1
  Total CTS buffers    3
  Hold-fix buffers, CTS    0
  Clk root buf    clkbuf_4
  Buffers inserted during post-CTS setup optimization    0
  Clock Latency Late Sink    0.25 ns
  Maximum clock insertion buffer count    2
  Resized cells post-CTS    0
  Clock tree from TritonCTS    built

Timing
  Upper clock frequency limit    649 MHz
  Final-report hold violation count    0
  PnR worst setup slack    0.260 ns
  Final tally of max-slew violations    0
  Clock tree skew after final layout    0.00609 ns
  Post-route fraction of the period consumed by the critical path    0.855
  Tightest slew margin relative to the limit    0.793
  RSZ-0062 raised after global routing    no
  Clock period minus final worst setup slack    1.54 ns
  Final count of negative-setup-slack endpoints    0
  Transition time at the pin with the least slew margin    0.310 ns
  Setup TNS    0 ns

Route
  Average wire length per cell after detail routing    8.79 um
  Via total after detailed routing    240
  Post-DR vias/cell    2.82
  Number of remaining DRC errors    0
  DRT iter0 DRCs    11
  Count of nets left with antenna violations after detail routing    0
  Number of antenna cells inserted    0
  Number of iterations in the first detailed-routing pass    4
  Total wire length    747 um

Synthesis
  Mean cell area of the mapped netlist    12.9 um^2
  Cell types with the largest area share after synthesis    dfrtp_1 58%, xnor2_1 15%, o211ai_1 4.3%
  Fraction of registers with async set or reset after synthesis    1.00
  Leading area contributor after synthesis    dfrtp_1
  Syn Std Cell Area    348 um^2
  Post-synthesis sequential area ratio    0.576
  Most popular library cell in the synthesized design by count    dfrtp_1
  Post-synth top flop    dfrtp_1
  Area figure in the yosys stat output    348 um^2
  Warnings, synthesis    1
  Most used standard cells in the synthesized netlist    8 x dfrtp_1, 6 x xnor2_1, 2 x nand4_1, 2 x o211ai_1
  Yosys cell count    27
  Netlist cell types    13
  Number of instances in the synthesized netlist    27
  Number of enable-type register cells in the synthesized netlist    0
  Post-synthesis register bit count    8
  Top cell type's share of synthesized area    0.576

Pwr
  Static leakage    0.000203 uW
  Pwr dens    1650 mW/mm^2
  Maximum vdd drop    0.649 mV

Placement
  Placed Area    498 um^2
  Routability congestion estimate    0.793
  Buffers on Ports    10
  Dpl ws    0.315 ns
  Placed cell count    82

Job
  Tool Warnings    25
  Maximum Capacitance Violations    0

Status
  Result of the run    finished, final reports clean

Critical path
  Worst path bufs/invs    1
  Cell with the largest stage delay on the worst path    clkdlybuf4s50_1
  Worst Path Class, Setup    reg2out
  Worst Path Max Fanout    5
  Slowest cell delay on critical path    0.51 ns
  Worst path required time    1.44 ns
  Worst path arrival time    1.18 ns
  Critical path endpoint category    output pin
  Worst setup SP type    flop
  Cell family with the largest share of critical-path delay    buffers and inverters
  Series of cell instances along the critical path    clkdlybuf4s50_1

Hold path
  Worst hold path class    in2async
layout by cell type, fill, tap and decap left out:
| master | synthesis | final |
|---|---|---|
| clkbuf_4 | 0 | 3 |
| a21o_1 | 1 | 1 |
| xor2_1 | 1 | 1 |
| xnor2_1 | 6 | 6 |
| nand2_1 | 1 | 1 |
| o211ai_1 | 2 | 2 |
| ha_1 | 1 | 1 |
| nand4_1 | 2 | 2 |
| nand2b_1 | 1 | 1 |
| mux2_2 | 1 | 1 |
| dfrtp_1 | 8 | 8 |
| clkdlybuf4s50_1 | 0 | 10 |
| inv_1 | 1 | 1 |
| and3_1 | 1 | 1 |
cell families after synthesis:
group	Yosys count	synth area share
buffers and inverters	2	0.0324
XOR/XNOR	7	0.176
AND/OR/NAND/NOR	5	0.0827
flip-flops	8	0.576
adder cells (fa/ha/maj)	1	0.0360
AND-OR/OR-AND	3	0.0647
multiplexers	1	0.0324
worst paths after layout:
kind	from	end	slack, ns	cells past startpoint
max	score[3]	score[3]	0.26	1
min	rst	score[2]	0.36	2
max reg2reg	score[0]	score[1]	0.72	2
min reg2reg	score[7]	score[7]	0.47	1
max in group asynchronous	rst	score[5]	1.20	2
min in group clk0	score[7]	score[7]	0.47	1
layout make-up:
cell class                 instances  area share
sequential                         8       0.385
multi-input combinational         17       0.262
timing repair buffer              10       0.192
tap                               46       0.111
clock buffer                       3      0.0433
inverter                           1     0.00721
layer usage:
metal | share of wire | wire length [um] | global-route usage | vias up
li1 | - | - | - | 119
met1 | 0.64 | 480 | 0.0441 | 106
met2 | 0.23 | 171 | 0.0209 | 15
met3 | 0.13 | 95 | 0.0227 | 0
met4 | 0 | 0 | 0.00528 | 0
met5 | 0 | 0 | 0 | -
through the flow:
| step | hold WS, ns | total power [uW] |
|---|---|---|
| floorplan | 0.176 | 510 |
| global placement | 0.478 | 736 |
| detailed placement | 0.469 | 739 |
| CTS | 0.366 | 882 |
| global route | 0.409 | 950 |
| finish | 0.364 | 861 |
power by group:
part	internal (uW)	switching, uW	total, uW	leakage (uW)
Clock	76.0	57.1	133	0.0000138
Sequential	275	103	378	0.0000948
Combinational	260	90.0	350	0.0000940
Power and IR drop assume default switching activity.
