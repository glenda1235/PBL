[design/flow/design.v]
`timescale 1ns / 1ps
module seven_segment_display (
    input [7:0] score,
    output reg [6:0] seg
);
    always @(*) begin
        case (score / 5)
            0: seg = 7'b1000000;  
            1: seg = 7'b1111001;  
            2: seg = 7'b0100100;  
            3: seg = 7'b0110000;  
            4: seg = 7'b0011001;  
            5: seg = 7'b0010010;  
            6: seg = 7'b0000010;  
            7: seg = 7'b1111000;  
            8: seg = 7'b0000000;  
            9: seg = 7'b0010000;  
            default: seg = 7'b1111111;  
        endcase
    end
endmodule
[design/flow/constraint.sdc]
current_design seven_segment_display

set clk_period 6.7
set clk_io_pct 0.2

create_clock -name clk0 -period $clk_period

set non_clock_inputs [all_inputs -no_clocks]
set_input_delay [expr $clk_period * $clk_io_pct] -clock clk0 $non_clock_inputs
set_output_delay [expr $clk_period * $clk_io_pct] -clock clk0 [all_outputs]
[design/flow/run.sh]
#!/bin/bash
# OpenROAD 26Q1-2900-gdf79404cd8, Yosys 0.63+post, stock flow scripts
make -C /OpenROAD-flow-scripts/flow DESIGN_CONFIG=/design/flow/config.mk WORK_HOME=/design/flow/orfs finish
[design/flow/config.mk]
export PLATFORM = sky130hd
export DESIGN_NAME = seven_segment_display
export DESIGN_NICKNAME = seven_segment_display
export VERILOG_FILES = /design/flow/design.v
export SDC_FILE = /design/flow/constraint.sdc
export NUM_CORES = 4
export LEC_CHECK = 1
export CORE_AREA = 10 10 70 70
export DIE_AREA = 0 0 80 80
==> flow_metrics.tcl <==
# implementation run metrics
set metrics [dict create \
    ys_seq_share_pct 0 \
    whs_endpoint "seg[2]" \
    combGateArea_mm2 0.00140 \
    wire_per_inst_um 15.0 \
    die_h_um 80 \
    grt_pass1_vias 1855 \
    max_slew_margin_pct 62.0 \
    hold_viol 0 \
    drt_iter0_markers 82 \
    die-area_mm2 0.00640 \
    hpwlAfterDp_um 3940 \
    fp_util_pct 39.1 \
    critPathKind "primary input to output port" \
    rows 21 \
    die_w_um 80 \
    top_area_cell "ha_1" \
    leakage_nw 1.01 \
    ys_types 60 \
    warnings 40 \
    cp.required_ns 5.36 \
    worst_pin_slew_ns 0.570 \
    hp-start "score[6]" \
    drc 0 \
    antenna_found_initial 0 \
    vias 1892 \
    cpPeakStageDelay_ns 0.52 \
    cts_hold_buf 0 \
    io_buffer_count 15 \
    rsz0062_at_grt "yes" \
    areaGrowthSynthToFinish_pct 71.9 \
    setup_violations 7 \
    endpoint_kind "output port" \
    flop-count 0 \
    ys_cells 207 \
    diodes 0 \
    grt_pass1_wl_um 8630 \
    ant_nets 0 \
    clock_buffer_count 0 \
    vias_per_cell 5.52 \
    violations "negative setup slack" \
    track_usage_pct 15.8 \
    crit_cells 23 \
    cp-start-kind "primary input" \
    netlist_top_cells_count "21 x nand2_1, 21 x nor2_1, 18 x a21oi_1" \
    period_needed_ns 6.93 \
    vdd_drop_max_mv 0.0732 \
    drive_above_1_share_pct 46.1 \
    place_congestion 0.967 \
    grt_max_degree 18 \
    power_density_mw_per_mm2 114 \
    dr.pass1.iters 4 \
    slew_viol_final 0 \
    cp_cell_sequence "buf_8 > nor2_4 > inv_2 > ha_4 > nand2b_4 > buf_6 > nor2_2 > o21a_1 > a311o_2 > or2_4 > xnor2_4 > ha_2 > maj3_2 > a21o_1 > or4b_1 > a2111o_1 > a22oi_2 > inv_2 > ha_2 > nand2b_4 > a21oi_2 > o21ai_1 > buf_2" \
    area_leaders "ha_1 7.5%, a21oi_1 6.7%, nand2_1 5.9%" \
    utilization_pct 67.3 \
    cp_top_family "AND-OR/OR-AND gates" \
    syn_area_mm2 0.00134 \
    hold_path_depth 5 \
    synth_warnings 1 \
    fill_cells 274 \
    synth.avg_cell_area_um2 6.46 \
    status "complete, but fails checks" \
    wl_um 5140 \
    cp.arrival_ns 5.59 \
    cap_violations 0 \
    period_used_pct 103 \
    cp_max_fo 4 \
    path_buffers 5 \
    top_area_share_pct 7.49 \
    fmax_ghz 0.144 \
    grt_remaining_overflow 0 \
    core_mm2 0.00342 \
    fin_ws_ns -0.226 \
    fin_tns_setup_ns -1.30 \
    ios 15 \
    crit_slowest_cell "or4b_1" \
    ys_area_mm2 0.00134 \
    regArea_um2 0 \
    hold_path_class "primary input to output port" \
    synth_cells 207 \
]
## cells in the final DEF (no fill, tap or decap), types with 5 or more instances in the layout
master | Yosys | final
o211ai_1 | 7 | 7
buf_2 | 6 | 7
buf_4 | 3 | 85
nand3_1 | 8 | 7
o21ai_0 | 13 | 7
a21oi_1 | 18 | 15
nor2_1 | 21 | 17
nand2b_1 | 9 | 7
nand2_1 | 21 | 21
o21ai_1 | 2 | 6
a31oi_1 | 5 | 5
inv_1 | 11 | 8
## tightest hold or removal path, stage by stage
cell	delay [ns]
buf_8	0.08
buf_4	0.21
a21oi_1	0.22
o21ai_1	0.10
buf_2	0.10
## cell type report
cell class	instances	area share, %
Multi-Input combinational cell	183	61.0
Timing Repair Buffer	103	34.7
Tap cell	46	2.51
Inverter	11	1.80
## power breakdown
group	internal, W	switching [W]
clock network	0	0
registers	0	0
logic	0.000140	0.000123
## routing by layer
layer | vias up | routed length (um) | global-route usage (%)
met4 | 0 | 0 | 1.06
met3 | 0 | 171 | 1.14
li1 | 964 | - | -
met2 | 33 | 2270 | 25.1
met1 | 895 | 2700 | 23.6
met5 | - | 0 | 0
## how the worst max path moves through the flow
stage | end | slack, ns | from
4_1_cts | seg[3] | -0.33 | score[5]
5_1_grt | seg[4] | -0.38 | score[6]
6_report | seg[0] | -0.23 | score[6]
## through the flow
step | setup slack (ns) | instance area (um^2) | hold WS, ns | instances | power, W
2_1_floorplan | -0.290 | 1440 | 3.06 | 207 | 0.000132
3_3_place_gp | -0.905 | 2090 | 4.13 | 328 | 0.000222
3_5_place_dp | -0.964 | 2090 | 4.16 | 328 | 0.000225
4_1_cts | -0.332 | 2190 | 3.39 | 336 | 0.000245
5_1_grt | -0.376 | 2300 | 3.46 | 343 | 0.000286
6_report | -0.226 | 2300 | 3.39 | 343 | 0.000263
## cell families (layout without fill, tap and decap cells)
group | Yosys count | in the layout | share of synthesized area (%)
adder cells (fa/ha/maj) | 12 | 12 | 10.6
multiplexers | 1 | 1 | 0.749
AND-OR/OR-AND | 85 | 85 | 46.2
AND/OR/NAND/NOR | 81 | 81 | 30.5
XOR/XNOR | 4 | 4 | 3.75
buffers and inverters | 24 | 114 | 8.24
## timing repair
| item | in CTS | in global routing |
|---|---|---|
| endpoints found under the hold margin | 0 | 0 |
| pin swaps | 23 | 23 |
| setup endpoints to repair | 7 | 7 |
| setup buffers | 8 | 8 |
| resized | 60 | 12 |
No activity file was given, so power comes from the tool's default toggle rates.
