==> flow/run.sh <==
#!/bin/bash
# OpenROAD 26Q1-2900-gdf79404cd8, Yosys 0.63+post, stock flow scripts
make -C /OpenROAD-flow-scripts/flow DESIGN_CONFIG=/design/flow/config.mk WORK_HOME=/design/flow/orfs finish
==> flow/config.mk <==
export PLATFORM = sky130hd
export DESIGN_NAME = memory_sequence
export DESIGN_NICKNAME = memory_sequence
export VERILOG_FILES = /design/flow/design.v
export SDC_FILE = /design/flow/constraint.sdc
export NUM_CORES = 4
export LEC_CHECK = 1
export CORE_AREA = 10 10 78 78
export DIE_AREA = 0 0 88 88
==> flow/constraint.sdc <==
current_design memory_sequence

set clk_period 2.1
set clk_io_pct 0.2

create_clock -name clk0 -period $clk_period [get_ports {clk}]

set non_clock_inputs [all_inputs -no_clocks]
set_input_delay [expr $clk_period * $clk_io_pct] -clock clk0 $non_clock_inputs
set_output_delay [expr $clk_period * $clk_io_pct] -clock clk0 [all_outputs]
==> flow/design.v <==
`timescale 1ns / 1ps
module memory_sequence (
    input clk,
    input rst,
    input [1:0] value_in,
    input write_en,
    input [1:0] addr,
    output reg [1:0] value_out
);
    reg [1:0] mem [0:3];
    integer i;
    always @(posedge clk) begin
        if (rst) begin
            for (i = 0; i < 4; i = i + 1)
                mem[i] <= 2'b00;
            value_out <= 2'b00;
        end else begin
            if (write_en)
                mem[addr] <= value_in;
            value_out <= mem[addr];  
        end
    end
endmodule
==> results.py <==
# Metrics from the implementation run
metrics = {
    "run_status": {
        "status": "complete, no violations",
    },
    "synthesis": {
        "avgSynthCellArea_um2": 13.76,
        "synthCells": 34,
        "ys_cells": 34,
        "ys_area_um2": 467.9,
        "yosys_warnings": 1,
        "synth_seq_share": 0.5989,
        "synth_area_um2": 467.9,
        "synth-seq-cells": 10,
        "synth.distinct_cells": 15,
    },
    "setup_path": {
        "cp_data_required_time_ns": 2.02,
        "path_max_fanout": 8,
        "worstSetupPathType": "primary input to flop",
        "startpoint_type": "primary input",
        "crit_arrival_ns": 1.57,
        "cp-end-kind": "flop",
    },
    "clock_network": {
        "cts-root-buf": "clkbuf_8",
        "cts_resized": 0,
        "cts.htree.levels": 1,
        "post_cts_buffers": 0,
        "clock-sinks": 10,
        "clock_latency_ns": 0.23,
        "cts_made_buffers": 3,
        "cts.reportedPaths.clkPinSlew_ns": 0.05,
        "postCtsHoldBufs": 0,
        "clockBufferDepth": 2,
        "cts_tree": "built",
    },
    "cells_and_area": {
        "n_fill_cell": 467,
        "drive_above_1_share": 0.1818,
        "final_cell_mix": "clkdlybuf4s50_1, edfxtp_1, nor2_1",
        "area_growth_pct": 37.43,
        "fin_area_um2": 643.1,
    },
    "place": {
        "dpl_cell_area_um2": 598.1,
        "port-buffer-count": 8,
        "place_hpwl_um": 601.9,
        "place.gp.congestion": 0.8125,
    },
    "grt": {
        "first_global_vias": 360,
        "track_usage": 0.02266,
        "grt_pass1_wl_mm": 1.400,
        "grt-ovfl-total": 0,
        "grt_antenna_before_repair": 0,
        "grt_max_degree": 9,
    },
    "detailed_routing": {
        "wl_met1_um": 434,
        "vias": 290,
        "antenna_cells": 0,
        "first_iter_violations": 8,
        "topRoutingLayerUsed": "met3",
        "viasPerCell": 3.021,
        "drtAntennaViolNets": 0,
        "route.detailed.drc": 0,
        "totalWireLength_um": 809,
        "dr_wl_met3_um": 94,
        "wire_per_inst_um": 8.427,
        "wl_met2_um": 280,
        "firstDrtPassIters": 2,
    },
    "timing": {
        "min_period_over_period": 0.7841,
        "fin_skew_ns": 0.003923,
        "slew_viol_final": 0,
        "rsz0062_at_grt": "no",
        "setup_violations": 0,
        "hold_viol": 0,
        "max_freq_ghz": 0.6073,
        "tightest_slew_ns": 0.3771,
        "min_period_ns": 1.647,
        "slew_headroom": 0.7478,
        "fin_tns_setup_ns": 0,
    },
    "power": {
        "total_leakage_power_nw": 0.2307,
        "p_per_area_mw_per_mm2": 757.1,
        "max-vdd-ir-drop_uv": 393.8,
    },
    "hold_path": {
        "hp-class": "flop to flop",
    },
    "floorplan": {
        "chipArea_mm2": 0.007744,
        "core_mm2": 0.004414,
        "die_w_um": 88,
        "chipHeight_um": 88,
        "num_rows": 24,
        "initCoreUtil": 0.1060,
        "io_pins": 9,
    },
    "flow_run": {
        "warnings": 25,
        "max_cap_violations": 0,
    },
}
==> through the flow <==
step	hold slack (ns)	power, mW	instances	util	setup slack (ns)
global placement	0.6770	0.2929	92	0.1355	0.2369
global route	0.7109	0.5082	96	0.1457	0.3750
finish	0.6856	0.4869	96	0.1457	0.4534
CTS	0.6879	0.4924	96	0.1457	0.4586
floorplan	0.4843	0.2683	34	-	0.7810
detailed placement	0.6698	0.2931	92	0.1355	0.2164
==> path summary, 6_finish.rpt <==
path         cells past startpoint            to  startpoint  slack, ns
max                              3     mem[1][0]     addr[0]       0.45
min                              2  value_out[0]   mem[0][0]       0.69
max reg2reg                      2  value_out[0]   mem[3][0]       1.01
min reg2reg                      2  value_out[0]   mem[0][0]       0.69
==> critical path, stage by stage <==
cell             delay [ns]
clkdlybuf4s50_1        0.64
or2b_1                 0.30
o21bai_1               0.21
==> cells in the mapped netlist (all sizes together) <==
cell	n	area, um^2
edfxtp	8	240.2
nor2	5	18.77
inv	3	11.26
dfxtp	2	40.04
mux4	2	45.04
nand3b	2	15.01
nor2b	2	27.53
nor3	2	10.01
o21bai	2	15.01
a21o	1	7.510
a31o	1	8.760
buf	1	11.26
clkbuf	1	3.750
nand2b	1	6.260
or2b	1	7.510
==> cell families (layout without fill, tap and decap cells) <==
kind of cell	Yosys count	count (layout)	share of synthesized area
simple gates	13	13	0.1818
flops	10	10	0.5989
buf+inv	5	15	0.05614
compound gates	4	4	0.06684
mux	2	2	0.09625
==> where the power goes <==
group          leakage (nW)  switching (mW)  internal, mW
Combinational         0.112          0.0208        0.0343
Clock                0.0231          0.0695         0.128
Sequential           0.0954         0.00393         0.231
Total                 0.231          0.0943         0.393
==> layout make-up <==
type | instances | area (um^2) | area share
Timing Repair Buffer | 8 | 80.08 | 0.1245
Multi-Input combinational cell | 19 | 161.4 | 0.2510
Clock buffer | 3 | 41.29 | 0.06420
Tap cell | 52 | 65.06 | 0.1012
Clock inverter | 1 | 3.754 | 0.005837
Inverter | 3 | 11.26 | 0.01751
Sequential cell | 10 | 280.3 | 0.4358
==> sequential cells by signal (all words and copies together), names as in the netlist <==
signal	cells
mem	8
value_out	2
==> layer usage <==
layer | vias up | track usage
met5 | - | 0
li1 | 141 | -
met4 | 0 | 0.002899
met2 | 14 | 0.02910
met3 | 0 | 0.01964
met1 | 135 | 0.02875
Power figures rest on the tool's default switching activity, not on a simulated workload.
